### /design/flow/config.mk
export PLATFORM = sky130hd
export DESIGN_NAME = uart_rx
export DESIGN_NICKNAME = uart_rx
export VERILOG_FILES = /design/flow/design.v
export SDC_FILE = /design/flow/constraint.sdc
export NUM_CORES = 4
export LEC_CHECK = 1
export CORE_UTILIZATION = 40
### /design/flow/constraint.sdc
current_design uart_rx

set clk_period 2.5
set clk_io_pct 0.2

create_clock -name clk0 -period $clk_period [get_ports {clk}]

set non_clock_inputs [all_inputs -no_clocks]
set_input_delay [expr $clk_period * $clk_io_pct] -clock clk0 $non_clock_inputs
set_output_delay [expr $clk_period * $clk_io_pct] -clock clk0 [all_outputs]
### /design/flow/design.v
module uart_rx(
input  wire       clk          ,  
input  wire       resetn       ,  
input  wire       uart_rxd     ,  
input  wire       uart_rx_en   ,  
output wire       uart_rx_break,  
output wire       uart_rx_valid,  
output reg  [7:0] uart_rx_data    
);
parameter   BIT_RATE        = 115200;  
localparam  BIT_P           = 1_000_000_000/BIT_RATE;  
parameter   CLK_HZ          =    50_000_000;
localparam  CLK_P           = 1_000_000_000/CLK_HZ;  
parameter   PAYLOAD_BITS    = 8;
parameter   STOP_BITS       = 1;
localparam       CYCLES_PER_BIT     = BIT_P / CLK_P;
localparam       COUNT_REG_LEN      = 1+$clog2(CYCLES_PER_BIT);
reg rxd_reg;
reg rxd_reg_0;
reg [PAYLOAD_BITS-1:0] recieved_data;
reg [COUNT_REG_LEN-1:0] cycle_counter;
reg [3:0] bit_counter;
reg bit_sample;
reg [2:0] fsm_state;
reg [2:0] n_fsm_state;
localparam FSM_IDLE = 0;
localparam FSM_START= 1;
localparam FSM_RECV = 2;
localparam FSM_STOP = 3;
assign uart_rx_break = uart_rx_valid && ~|recieved_data;
assign uart_rx_valid = fsm_state == FSM_STOP && n_fsm_state == FSM_IDLE;
always @(posedge clk) begin
    if(!resetn) begin
        uart_rx_data  <= {PAYLOAD_BITS{1'b0}};
    end else if (fsm_state == FSM_STOP) begin
        uart_rx_data  <= recieved_data;
    end
end
wire next_bit     = cycle_counter == CYCLES_PER_BIT ||
                        fsm_state       == FSM_STOP && 
                        cycle_counter   == CYCLES_PER_BIT/2;
wire payload_done = bit_counter   == PAYLOAD_BITS  ;
always @(*) begin : p_n_fsm_state
    case(fsm_state)
        FSM_IDLE : n_fsm_state = rxd_reg      ? FSM_IDLE : FSM_START;
        FSM_START: n_fsm_state = next_bit     ? FSM_RECV : FSM_START;
        FSM_RECV : n_fsm_state = payload_done ? FSM_STOP : FSM_RECV ;
        FSM_STOP : n_fsm_state = next_bit     ? FSM_IDLE : FSM_STOP ;
        default  : n_fsm_state = FSM_IDLE;
    endcase
end
integer i = 0;
always @(posedge clk) begin : p_recieved_data
    if(!resetn) begin
        recieved_data <= {PAYLOAD_BITS{1'b0}};
    end else if(fsm_state == FSM_IDLE             ) begin
        recieved_data <= {PAYLOAD_BITS{1'b0}};
    end else if(fsm_state == FSM_RECV && next_bit ) begin
        recieved_data[PAYLOAD_BITS-1] <= bit_sample;
        for ( i = PAYLOAD_BITS-2; i >= 0; i = i - 1) begin
            recieved_data[i] <= recieved_data[i+1];
        end
    end
end
always @(posedge clk) begin : p_bit_counter
    if(!resetn) begin
        bit_counter <= 4'b0;
    end else if(fsm_state != FSM_RECV) begin
        bit_counter <= {COUNT_REG_LEN{1'b0}};
    end else if(fsm_state == FSM_RECV && next_bit) begin
        bit_counter <= bit_counter + 1'b1;
    end
end
always @(posedge clk) begin : p_bit_sample
    if(!resetn) begin
        bit_sample <= 1'b0;
    end else if (cycle_counter == CYCLES_PER_BIT/2) begin
        bit_sample <= rxd_reg;
    end
end
always @(posedge clk) begin : p_cycle_counter
    if(!resetn) begin
        cycle_counter <= {COUNT_REG_LEN{1'b0}};
    end else if(next_bit) begin
        cycle_counter <= {COUNT_REG_LEN{1'b0}};
    end else if(fsm_state == FSM_START || 
                fsm_state == FSM_RECV  || 
                fsm_state == FSM_STOP   ) begin
        cycle_counter <= cycle_counter + 1'b1;
    end
end
always @(posedge clk) begin : p_fsm_state
    if(!resetn) begin
        fsm_state <= FSM_IDLE;
    end else begin
        fsm_state <= n_fsm_state;
    end
end
always @(posedge clk) begin : p_rxd_reg
    if(!resetn) begin
        rxd_reg     <= 1'b1;
        rxd_reg_0   <= 1'b1;
    end else if(uart_rx_en) begin
        rxd_reg     <= rxd_reg_0;
        rxd_reg_0   <= uart_rxd;
    end
end
endmodule
### /design/flow/run.sh
#!/bin/bash
# OpenROAD 26Q1-2900-gdf79404cd8, Yosys 0.63+post, stock flow scripts
make -C /OpenROAD-flow-scripts/flow DESIGN_CONFIG=/design/flow/config.mk WORK_HOME=/design/flow/orfs finish
==> Slide: Implementation Results <==
Key Metrics from the Run

CTS
  – TritonCTS clock tree: yes
  – Root cell of the clock tree: sky130_fd_sc_hd__clkbuf_8
  – CTS Hold Bufs: 0
  – Total number of H-tree levels: 2
  – Sinks on the clock net: 37
  – Clk buf depth: 2
  – Clock transition at the registers of the reported paths: 0.07 ns
  – Number of buffers added by the clock tree synthesis step: 5
  – Clock latency on the worst-skew pair: between 0.2 and 0.3 ns

Worst setup path
  – Startpoint kind of the worst setup timing path: flop
  – Crit-path max cell delay: between 0.4 and 0.5 ns
  – Worst-path maximum fanout: 6
  – Required time reported for the critical path endpoint: approximately 2.0 ns
  – Slowest cell on crit path: sky130_fd_sc_hd__clkdlybuf4s50_1
  – Capturing element type of the critical path: output pin
  – Type of the setup path with the least slack: flop to output pin
  – Dominant delay contributor by cell family on the critical path: buffers and inverters
  – Critical Path, Cell by Cell: inv_2 > ha_2 > and4bb_4 > nand2_2 > a21oi_2 > clkdlybuf4s50_1
  – Arrival time at the worst endpoint: 1.81 ns
  – Buffers & Inverters on Critical Path: 2

Layout
  – Max FFs per register: 10
  – Utilization after layout: 0.506
  – Synthesis-to-finish area growth: 19.6%
  – Non-Filler Instances: 245
  – Post-route cell area: between 2000 and 2500 sq um
  – Reg with most FFs: cycle_counter
  – Share of final-layout standard cells stronger than drive strength 1: 0.179
  – Top Registers: cycle_counter x10, recieved_data x8, uart_rx_data x8

Placed design
  – Routability-driven placement congestion ratio: between 0.8 and 0.9
  – DP HPWL: 2260 microns
  – Port Buf Inserts: 13
  – Post-place setup slack: roughly 0.29 ns
  – Dpl cell area: approximately 1900 sq um
  – Number of placed instances with taps included: roughly 230

Flow run
  – Stage-log warning count: 28
  – Reported max-cap violation count: 0

Synth
  – List of most frequent post-synthesis cells: sky130_fd_sc_hd__dfxtp_1, sky130_fd_sc_hd__nand2_1, sky130_fd_sc_hd__mux2i_1
  – Dominant cell by count in the synthesized netlist: sky130_fd_sc_hd__dfxtp_1
  – Number of different library cells in the post-synthesis netlist: roughly 40
  – Count of library flops with an enable pin: 0
  – Biggest area contributors in the synthesized netlist: sky130_fd_sc_hd__dfxtp_1, sky130_fd_sc_hd__mux2i_1, sky130_fd_sc_hd__nand2_1
  – Cell type with the highest aggregate area in the netlist: sky130_fd_sc_hd__dfxtp_1
  – Total cell area reported by yosys after synthesis: approximately 1700 sq um
  – Area share of the largest cell type after synthesis: 0.431
  – Synthesized instance count: ~170
  – Post-synth design cell area: 1720 sq um
  – Most instantiated flip-flop cell in the synthesis netlist: sky130_fd_sc_hd__dfxtp_1
  – Async set-or-reset flop fraction in the synthesized netlist: 0
  – Synthesis Warnings: 1
  – # Cells Yosys: between 150 and 200
  – Sequential element share of the synthesized area: 0.431
  – Register bit total from synthesis: 37
  – Synth Area per Inst: around 9.9 sq um

Power
  – Sequential power share: 0.515
  – Switching Fraction: 0.198
  – Share of total power in the clock network: 0.458
  – Power Density: around 560 nW/um^2
  – Combinational fraction of design power: 0.027
  – P_leak: approximately 0.69 nW
  – Worst vdd ir: approximately 320 uV
  – Internal power component: around 930 uW
  – Psw: between 200 and 250 uW

Timing
  – Rel. slew slack: 0.690
  – Post-Route Setup TNS: 0 ns
  – Minimum period implied by the final worst setup slack: 2.31 ns
  – Transition time of the tightest slew-check pin: about 0.46 ns
  – Tcrit/Tclk final: 0.923
  – Setup Skew: 0.00671 ns
  – Final setup violation count: 0
  – Smallest setup slack after layout: between 0.15 and 0.2 ns
  – Number of hold-slack violations in the final timing report: 0
  – Peak Freq: between 400 and 500 MHz
  – Setup repair after global routing missed its margin: false
  – Final max-slew violation count: 0

Routing
  – DRC Markers: 0
  – Total wire length: 3270 microns
  – Violation count after the first detailed-routing iteration: between 40 and 50
  – Vias after detailed routing: 1270
  – Number of antenna cells inserted: 0
  – Tally of nets with antenna violations remaining after routing: 0
  – Number of detailed-route iterations in the first pass: 4
  – Wirelength per Cell: between 10 and 15 microns
  – Drt via density: approximately 5.2

GRT
  – Largest net degree at the start of global routing: 15
  – GRT Residual Overflow: 0
  – First-pass GRT wire length: roughly 5400 microns
  – GRT Overall Usage: 0.159
  – Via count of the first global-routing pass: 1152
  – Initial antenna violation count: 0

Floorplan
  – Core utilization before placement: 0.423
  – Die outline height: 67.5 microns
  – Site row count: 23
  – Total die size: ~4600 sq um
  – Total core area: slightly above 4000 sq um
  – Die x size: a little under 70 microns
  – I/O pin count: 14

Min path
  – Classification of the worst-slack hold path: flop to flop

Outcome
  – Run status: finished, final reports clean
[routing by layer]
metal  part of all wire  GRT usage  routed length [microns]
met2               0.44      0.235                     1450
met3              0.028     0.0342                       92
met4             0.0052     0.0213                       17
met5                  0          0                        0
met1               0.52      0.246                     1710
[cell families (layout without fill, tap and decap cells)]
kind of cell | count (synthesis) | after routing | synth area share
AOI/OAI and AO/OA | 12 | 12 | 0.0561
xor gates and xnor gates | 9 | 9 | 0.0459
muxes | 23 | 23 | 0.134
and+or+nand+nor | 74 | 74 | 0.253
adders and majority gates | 5 | 5 | 0.0364
buffers and inverters | 14 | 35 | 0.0430
DFF | 37 | 37 | 0.431
[power groups by stage]
stage / Clock (mW) / Combinational (mW) / Sequential (mW)
4_1_cts: 0.539 / 0.0307 / 0.599
5_1_grt: 0.576 / 0.0339 / 0.598
6_report: 0.531 / 0.0308 / 0.598
[tightest hold or removal path: cells and delay by family (launching register included)]
family           cells  cell delay [ns]
flip-flops           1             0.31
multiplexers         1             0.06
AND/OR/NAND/NOR      1             0.05
[layout make-up]
class / instances / area [sq um]
Fill cell: 345 / 2000
Multi-Input combinational cell: 123 / 915
Sequential cell: 37 / 748
Timing Repair Buffer: 20 / 185
Clock buffer: 7 / 86.3
Tap cell: 50 / 62.6
Clock inverter: 1 / 30.0
Inverter: 7 / 26.3
[repair_timing]
item / in CTS / in global routing
endpoints found under the setup margin: 1 / 1
buffers inserted: 0 / 3
gates cloned: 0 / 0
endpoints found under the hold margin: 0 / 0
pin swaps: 0 / 1
gates resized: 3 / 8
[cells in the final DEF, fill, tap and decap left out, types with 2 or more instances in the layout]
cell type,Yosys,layout
sky130_fd_sc_hd__clkbuf_8,0,6
sky130_fd_sc_hd__nand4_1,3,3
sky130_fd_sc_hd__nor4_1,2,2
sky130_fd_sc_hd__xor2_1,2,2
sky130_fd_sc_hd__inv_1,6,5
sky130_fd_sc_hd__nor3_1,11,11
sky130_fd_sc_hd__dfxtp_2,0,3
sky130_fd_sc_hd__dfxtp_1,37,33
sky130_fd_sc_hd__ha_1,5,4
sky130_fd_sc_hd__nand2_1,26,25
sky130_fd_sc_hd__nand3_1,4,4
sky130_fd_sc_hd__buf_4,1,7
sky130_fd_sc_hd__a21oi_1,4,3
sky130_fd_sc_hd__inv_2,1,2
sky130_fd_sc_hd__nor4b_2,2,2
sky130_fd_sc_hd__nor2_1,13,13
sky130_fd_sc_hd__a21oi_2,1,2
sky130_fd_sc_hd__xnor2_1,7,7
sky130_fd_sc_hd__and4bb_4,1,2
sky130_fd_sc_hd__clkdlybuf4s50_1,0,12
sky130_fd_sc_hd__mux2i_1,23,23
[through the flow]
step	hold WS (ns)	total power [mW]
floorplan	0.437	0.629
global placement	0.452	0.642
detailed placement	0.455	0.643
CTS	0.472	1.17
global route	0.505	1.21
finish	0.466	1.16
[worst paths after layout]
| kind | cells past startpoint | startpoint | slack (ns) | endpoint |
|---|---|---|---|---|
| worst max-delay path | 6 | cycle_counter[1] | 0.19 | uart_rx_valid |
| worst min-delay path | 2 | bit_sample | 0.47 | recieved_data[7] |
| worst min register to register | 2 | bit_sample | 0.47 | recieved_data[7] |
| worst max register to register | 6 | cycle_counter[1] | 0.81 | fsm_state[2] |
Power figures rest on the tool's default switching activity, not on a simulated workload.
