$ cat ./design.v
module uart_tx(
input  wire         clk         ,  
input  wire         resetn      ,  
output wire         uart_txd    ,  
output wire         uart_tx_busy,  
input  wire         uart_tx_en  ,  
input  wire [7:0]   uart_tx_data   
);
parameter   BIT_RATE        = 115200;  
localparam  BIT_P           = 1_000_000_000/BIT_RATE;  
parameter   CLK_HZ          =    50_000_000;
localparam  CLK_P           = 1_000_000_000/CLK_HZ;  
parameter   PAYLOAD_BITS    = 8;
parameter   STOP_BITS       = 1;
localparam       CYCLES_PER_BIT     = BIT_P / CLK_P;
localparam       COUNT_REG_LEN      = 1+$clog2(CYCLES_PER_BIT);
reg txd_reg;
reg [PAYLOAD_BITS-1:0] data_to_send;
reg [COUNT_REG_LEN-1:0] cycle_counter;
reg [3:0] bit_counter;
reg [2:0] fsm_state;
reg [2:0] n_fsm_state;
localparam FSM_IDLE = 0;
localparam FSM_START= 1;
localparam FSM_SEND = 2;
localparam FSM_STOP = 3;
assign uart_tx_busy = fsm_state != FSM_IDLE;
assign uart_txd     = txd_reg;
wire next_bit     = cycle_counter == CYCLES_PER_BIT;
wire payload_done = bit_counter   == PAYLOAD_BITS  ;
wire stop_done    = bit_counter   == STOP_BITS && fsm_state == FSM_STOP;
always @(*) begin : p_n_fsm_state
    case(fsm_state)
        FSM_IDLE : n_fsm_state = uart_tx_en   ? FSM_START: FSM_IDLE ;
        FSM_START: n_fsm_state = next_bit     ? FSM_SEND : FSM_START;
        FSM_SEND : n_fsm_state = payload_done ? FSM_STOP : FSM_SEND ;
        FSM_STOP : n_fsm_state = stop_done    ? FSM_IDLE : FSM_STOP ;
        default  : n_fsm_state = FSM_IDLE;
    endcase
end
integer i = 0;
always @(posedge clk) begin : p_data_to_send
    if(!resetn) begin
        data_to_send <= {PAYLOAD_BITS{1'b0}};
    end else if(fsm_state == FSM_IDLE && uart_tx_en) begin
        data_to_send <= uart_tx_data;
    end else if(fsm_state       == FSM_SEND       && next_bit ) begin
        for ( i = PAYLOAD_BITS-2; i >= 0; i = i - 1) begin
            data_to_send[i] <= data_to_send[i+1];
        end
    end
end
always @(posedge clk) begin : p_bit_counter
    if(!resetn) begin
        bit_counter <= 4'b0;
    end else if(fsm_state != FSM_SEND && fsm_state != FSM_STOP) begin
        bit_counter <= {COUNT_REG_LEN{1'b0}};
    end else if(fsm_state == FSM_SEND && n_fsm_state == FSM_STOP) begin
        bit_counter <= {COUNT_REG_LEN{1'b0}};
    end else if(fsm_state == FSM_STOP&& next_bit) begin
        bit_counter <= bit_counter + 1'b1;
    end else if(fsm_state == FSM_SEND && next_bit) begin
        bit_counter <= bit_counter + 1'b1;
    end
end
always @(posedge clk) begin : p_cycle_counter
    if(!resetn) begin
        cycle_counter <= {COUNT_REG_LEN{1'b0}};
    end else if(next_bit) begin
        cycle_counter <= {COUNT_REG_LEN{1'b0}};
    end else if(fsm_state == FSM_START || 
                fsm_state == FSM_SEND  || 
                fsm_state == FSM_STOP   ) begin
        cycle_counter <= cycle_counter + 1'b1;
    end
end
always @(posedge clk) begin : p_fsm_state
    if(!resetn) begin
        fsm_state <= FSM_IDLE;
    end else begin
        fsm_state <= n_fsm_state;
    end
end
always @(posedge clk) begin : p_txd_reg
    if(!resetn) begin
        txd_reg <= 1'b1;
    end else if(fsm_state == FSM_IDLE) begin
        txd_reg <= 1'b1;
    end else if(fsm_state == FSM_START) begin
        txd_reg <= 1'b0;
    end else if(fsm_state == FSM_SEND) begin
        txd_reg <= data_to_send[0];
    end else if(fsm_state == FSM_STOP) begin
        txd_reg <= 1'b1;
    end
end
endmodule
$ cat ./run.sh
#!/bin/bash
# OpenROAD 26Q1-2900-gdf79404cd8, Yosys 0.63+post, stock flow scripts
make -C /OpenROAD-flow-scripts/flow DESIGN_CONFIG=/design/flow/config.mk WORK_HOME=/design/flow/orfs finish
$ cat ./config.mk
export PLATFORM = sky130hd
export DESIGN_NAME = uart_tx
export DESIGN_NICKNAME = uart_tx
export VERILOG_FILES = /design/flow/design.v
export SDC_FILE = /design/flow/constraint.sdc
export NUM_CORES = 4
export LEC_CHECK = 1
export CORE_AREA = 10 10 114 114
export DIE_AREA = 0 0 124 124
$ cat ./constraint.sdc
current_design uart_tx

set clk_period 3.3
set clk_io_pct 0.2

create_clock -name clk0 -period $clk_period [get_ports {clk}]

set non_clock_inputs [all_inputs -no_clocks]
set_input_delay [expr $clk_period * $clk_io_pct] -clock clk0 $non_clock_inputs
set_output_delay [expr $clk_period * $clk_io_pct] -clock clk0 [all_outputs]
==> summary.rpt <==
IMPLEMENTATION SUMMARY REPORT
----------------------------------------------------
[Drt]
  DRC viols ........................ 0
  Total wire length after detailed routing ........................ roughly 2600 µm
  Number of routed nets with antenna violations ........................ 0
  First-pass detailed-route iteration total ........................ 4
  Via Count ........................ 966
  Initial DRC count ........................ about 66
  Antenna diode count ........................ 0
  DR WL/cell ........................ approximately 8.9 µm
  Vias per cell ........................ 3.32

[Finish]
  Largest register FFs ........................ 10
  Final non-filler cell total ........................ approximately 290
  Reg with most FFs ........................ cycle_counter
  Comb gate area ........................ between 800 and 900 µm²
  Largest registers ........................ cycle_counter: 10 flops, data_to_send: 8 flops, bit_counter: 4 flops
  Synth-to-Final Area Change ........................ 20.3%
  Fillcell total ........................ 1169
  Share of post-route cells with drive strength above 1 ........................ 0.161
  Sequential Area ........................ roughly 500 µm²

[GRT]
  Antenna violations before repair ........................ 0
  Global routing usage summed across all routing layers ........................ 0.0347
  Global route hottest layer ........................ met1
  Maximum number of pins on one net before global-route repair ........................ 20
  Vias in the first global route ........................ 936
  Met3 track demand over resource in global routing ........................ 0.00275
  Met2 track demand over resource in global routing ........................ 0.0530
  Fraction of met1 tracks used by global routing ........................ 0.0531
  Wire length of the first global-routing pass ........................ approximately 4600 µm
  GR Overflow Total ........................ 0

[Clock network]
  Number of H-tree levels ........................ 1
  TritonCTS clock tree ........................ yes
  Buffers inserted during post-CTS setup optimization ........................ 0
  CTS clock-pin slew for the worst setup and hold paths ........................ 90 ps
  CTS Hold Buffers Added ........................ 0
  Cell chosen for the clock root ........................ clkbuf_8
  Clk sinks ........................ 25
  Post-cts repair resize count ........................ 0
  Maximum count of clock buffers along a single path ........................ 2
  Num CTS Buffers ........................ 3
  Clk latency of the worst-skew pair ........ ~260 ps

[Pwr]
  Share of power burned in combinational logic ........................ 0.125
  Sequential group share of total power ........................ 0.564
  Power share of the clock group ........................ 0.311
  Power density cells ........................ 339 mW/mm²
  Final Total Pwr ........................ about 0.57 mW
  Leakage component of the power ........................ 0.582 nW
  Worst ir drop on vdd ........................ 0.127 mV
  Internal power summed over all cells ........................ between 0.4 and 0.5 mW
  Sw power ........................ about 0.14 mW
  Switch share ........................ 0.241

[Final timing]
  Number of endpoints with negative hold slack in the final report ........................ 0
  Time the worst path needs with I/O delays and setup ........................ 2470 ps
  Worst Clk Skew ........................ 1.62 ps
  Fmax ........................ 405 MHz
  Setup repair after global routing missed its margin ........................ false
  Final Max Tran Viols ........................ 0
  Setup violators final ........................ 0
  Total Negative Setup Slacks ........................ 0 ps
  Final Cycle Share ........................ 0.748
  Max-Slew Margin vs Limit ........................ 0.529
  Worst hold margin ........................ between 400 and 500 ps
  Slew of the pin with the lowest slew margin ........................ a little over 700 ps

[Setup path]
  FF-to-FF setup slack ........................ between 1500 and 2000 ps
  Worst reg2reg path depth ........................ 4
  Endpoint arrival time on the critical path ........................ between 1500 and 2000 ps
  Kind of launch point of the worst setup path ........................ flip-flop
  Gate family responsible for the most delay along the worst path ........................ flip-flops
  Critical-path cell list ........................ nor2_1 > inv_1 > clkdlybuf4s50_1
  Kind of critical path ........................ reg2out
  Start of the worst register-to-register path ........................ fsm_state[1]
  CP max FO ........................ 13
  Crit path required time ........................ 2640 ps
  Reg-to-Reg End ........................ data_to_send[6]
  Count of buffer and inverter cells on the critical path ........................ 2
  Element type at the critical path end ........................ primary output
  Crit path max-delay cell type ........................ dfxtp_1
  Delay of the slowest cell on the worst path ........................ just under 700 ps

[Synth]
  Post-synthesis cell type with the largest combined area ........................ dfxtp_1
  Netlist area before placement ........................ 0.00141 mm²
  Most instantiated flip-flop cell in the synthesis netlist ........................ dfxtp_1
  Number of enable-type register cells in the synthesized netlist ........................ 0
  Top cells by area in the synthesized netlist ........................ dfxtp_1 36%, xnor2_1 6.2%, mux2i_1 5.0%, nor2_1 4.5%, ha_1 4.4%
  Yosys reg bits ........................ 25
  Synthesized area divided by synthesized cell count ........................ about 9.7 µm²
  Gate Count Post-Synth ........................ between 100 and 150
  Post-synthesis cell type count ........................ roughly 40
  Yosys Chip Area ........................ between 0.001 and 0.0015 mm²
  Yosys stat cell total ........................ approximately 150
  Asr flop ratio synth ........................ 0
  Warning count from the yosys run ........................ 1
  Sequential fraction of the synthesis area ........................ 0.356
  Largest type area fraction ........................ 0.356

[Min path]
  Type of the tightest min-delay check ........................ reg2reg
  Number of instances on the worst hold path ........................ 2
  Min-Delay Endpoint ........................ data_to_send[3]
  Startpoint of the tightest hold check path ........................ data_to_send[3]

[Die]
  Pre-Place Util ........................ 0.135
  Vertical die dimension ........................ 124 µm
  Row Count ........................ 37
  Die outline area ........................ 0.0154 mm²
  Core area ........................ between 0.01 and 0.015 mm²
  Number of top-level pins ........................ 13
  Chip Width ........................ 124 µm

[Job]
  Tool warnings ........................ 28
  Maximum capacitance violations ........................ 0

[Place]
  Routability cong. ........................ between 0.7 and 0.8
  Cell count after placement ........................ 287
  Port Buffers ........................ 12
  Estimated wirelength of the detail-placed design ........................ between 1500 and 2000 µm

[Run status]
  Run status ........................ complete, no violations

----------------------------------------------------
[power groups by stage]
stage / clock [mW] / combinational, mW / sequential (mW)
finish: 0.179 / 0.0716 / 0.324
CTS: 0.190 / 0.0729 / 0.324
global route: 0.206 / 0.0796 / 0.326
[metal layers]
layer | vias up | wire length, µm
li1 | 518 | -
met1 | 438 | 1360
met2 | 8 | 1140
met3 | 2 | 41
met4 | 0 | 34
met5 | - | 0
[cell usage in the layout, fill, tap and decap left out, drive strengths merged, types with 2 or more instances in the layout]
cell	n
clkbuf	3
o211ai	7
nor3b	2
and4bb	2
dfxtp	25
clkdlybuf4s50	12
o21ai	4
nor4	3
nor2b	4
ha	5
nor3	6
inv	6
nor2	17
nand2	17
nand3	3
mux2i	7
xor2	2
or2	5
nand4	3
xnor2	10
[cell families after synthesis]
kind of cell,share of synthesized area
xor gates and xnor gates,0.0747
DFF,0.356
adders and majority gates,0.0445
muxes,0.0605
buffers and inverters,0.0525
AOI/OAI and AO/OA,0.104
and+or+nand+nor,0.308
[layout make-up]
class	instances	area share
repair buffers	12	0.0710
multi-input cells	108	0.492
clock inverters	1	0.00296
inverters	6	0.0133
flip-flops and latches	25	0.296
well taps	136	0.101
clock buffers	3	0.0244
[worst min-delay path, stage by stage (launching register included)]
cell     delay, ps
dfxtp_1        310
nand2_1         50
mux2i_1         50
[cells in the mapped netlist, drive strengths merged, types with 5 or more instances]
library cell  number
nor3               6
inv                6
o211ai             7
or2                5
xnor2             10
nor2              17
buf                6
ha                 5
dfxtp             25
mux2i              7
nand2             17
[per-stage QoR]
stage | area [µm²] | setup slack [ps] | util
5_1_grt | 1690 | 663 | 0.162
6_report | 1690 | 831 | 0.162
4_1_cts | 1690 | 804 | 0.162
3_3_place_gp | 1650 | 1100 | 0.158
2_1_floorplan | 1410 | 1780 | -
3_5_place_dp | 1650 | 1060 | 0.158
[how the worst max path moves through the flow]
| stage | start | endpoint | depth (start not counted) |
|---|---|---|---|
| finish | fsm_state[1] | uart_tx_busy | 3 |
| CTS | fsm_state[1] | uart_tx_busy | 3 |
| global route | fsm_state[1] | uart_tx_busy | 3 |
Power and IR drop assume default switching activity.
